--- design.v ---
module dec_counter(CLK, LOADn, CTENn, U_Dn, LD_INPUT, MAX_MIN, RCOn, Q);
parameter N=4;
input CLK, LOADn, CTENn, U_Dn;
input [N-1:0] LD_INPUT;
output MAX_MIN, RCOn;
output [N-1:0] Q;
wire [N-1:0] Q;
reg [N-1:0] next_Q;
wire MAX_MIN;
assign MAX_MIN = (U_Dn) ? (Q === 4'b0000) : (Q === 4'b1001);
assign RCOn = !MAX_MIN;
assign Q = (LOADn) ? (next_Q) : (LD_INPUT);
always @(posedge CLK)
  if (!CTENn)
    if (U_Dn) 
      begin
        if (Q===4'b0000|Q>4'b1001) next_Q <= 4'b1001;
        else next_Q <= Q-1;
      end
    else
      begin
        if (Q<4'b1001) next_Q <= Q+1;
        else next_Q <= 4'b0000;
      end
endmodule  
--- run.sh ---
#!/bin/bash
# OpenROAD 26Q1-2900-gdf79404cd8, Yosys 0.63+post, stock flow scripts
make -C /OpenROAD-flow-scripts/flow DESIGN_CONFIG=/design/flow/config.mk WORK_HOME=/design/flow/orfs finish
--- config.mk ---
export PLATFORM = sky130hd
export DESIGN_NAME = dec_counter
export DESIGN_NICKNAME = dec_counter
export VERILOG_FILES = /design/flow/design.v
export SDC_FILE = /design/flow/constraint.sdc
export NUM_CORES = 4
export LEC_CHECK = 1
export CORE_AREA = 10 10 70 70
export DIE_AREA = 0 0 80 80
--- constraint.sdc ---
current_design dec_counter

set clk_period 3.3
set clk_io_pct 0.2

create_clock -name clk0 -period $clk_period [get_ports {CLK}]

set non_clock_inputs [all_inputs -no_clocks]
set_input_delay [expr $clk_period * $clk_io_pct] -clock clk0 $non_clock_inputs
set_output_delay [expr $clk_period * $clk_io_pct] -clock clk0 [all_outputs]
==> results.json <==
{
  "slew_headroom_pct": 78.3,
  "crit_family": "buffers and inverters",
  "ant_nets": 0,
  "routedWlPerCell_um": 10.6,
  "dieArea_sq_um": 6400,
  "drcViolationCount": 0,
  "netlist_instances": 48,
  "fin_ws_ps": 210,
  "drt_iter0_markers": 10,
  "p_leak_nw": 0.266,
  "core_sq_um": 3420,
  "largest_reg_flops": 4,
  "drive_above_1_share_pct": 29.0,
  "cts_root_buf": "clkbuf_4",
  "hold_path.class": "flip-flop to flip-flop",
  "cap_violations": 0,
  "place_congestion": 0.816,
  "fin_crit_sh_pct": 93.6,
  "routed_wl_um": 1220,
  "status": "complete, no violations",
  "grt_remaining_overflow": 0,
  "grt_pass1_vias": 426,
  "synth_flops": 4,
  "worstSetupPathType": "input pin to primary output",
  "slew_violations": 0,
  "netlist.area_leader.share_pct": 27.0,
  "hold_violations": 0,
  "regMostFlops": "next_Q",
  "clock-skew-final_ps": 2.94,
  "die_x_um": 80,
  "cp.arrival_ps": 2430,
  "yosys_warnings": 1,
  "pwr_density_cell_nw_per_um2": 340,
  "ctsHoldBuffers": 0,
  "synth_area_sq_um": 445,
  "cts_tree": "done",
  "antenna_found_initial": 0,
  "placed_cells": 112,
  "avgSynthCellArea_sq_um": 9.28,
  "cp_cell_sequence": "clkdlybuf4s50_1, mux2i_2, buf_4, ha_1, o2bb2ai_1, and2_1, clkdlybuf4s50_1",
  "whs_ps": 838,
  "finalCriticalPeriod_ps": 3090,
  "grt_max_degree": 10,
  "final_cells": 115,
  "fp_util_pct": 13.0,
  "worst_pin_slew_ps": 325,
  "grt_pass1_wl_um": 1910,
  "critical_path.max_fanout": 3,
  "place_worst_setup_slack_ps": -47.8,
  "vias": 422,
  "ys.flop_type": "edfxtp_1",
  "htree_levels": 1,
  "cts_buffers": 3,
  "n_antenna_cell": 0,
  "cp-start-kind": "input pin",
  "synth.distinct_cells": 26,
  "place_hpwl_um": 1010,
  "rsz0062_at_grt": "false",
  "rows": 21,
  "finalSetupViolCount": 0,
  "area_leaders": "edfxtp_1 27%, mux2i_4 10%, ha_1 8.4%",
  "synth_area_leader_cell": "edfxtp_1",
  "via_per_inst": 3.67,
  "clkSinkCount": 4,
  "cpMostUsedCell": "clkdlybuf4s50_1",
  "critPathBufInv": 3,
  "ys_cells": 48,
  "tns_ps": 0,
  "die_h_um": 80,
  "warning_count": 27,
  "edf_count": 4,
  "fmax_mhz": 324,
  "clk_latency_ps": 240,
  "synth_async_sr_flop_share_pct": 0,
  "top_regs": "next_Q x4",
  "syn_to_final_growth_pct": 55.9,
  "ys_seq_share_pct": 27.0,
  "numPortBuffers": 13,
  "clkTransAtPathRegs_ps": 40,
  "peakVddDrop_mv": 0.0732,
  "synthTopCellsByCount": "5 x nor2_1, 4 x edfxtp_1, 4 x inv_1, 4 x nand2_1",
  "grtUsageTotal_pct": 3.63,
  "final_core_util_pct": 20.3,
  "yosys-stat-area_sq_um": 445,
  "dr.pass1.iters": 4,
  "slowest_stage": "clkdlybuf4s50_1",
  "cpPeakStageDelay_ps": 460,
  "clockBufferDepth": 2,
  "end_kind": "primary output",
  "synth.most_common_cell": "nor2_1",
  "cts_setup_buffers": 0,
  "worstPathRequired_ps": 2640,
  "pin_count": 14
}
-- cells by family after synthesis --
family	count (synthesis)	share of synthesized area (%)
flops	4	27.0
mux	4	15.4
compound gates	15	26.4
buf+inv	9	9.55
fa+ha+maj	3	8.43
simple gates	13	13.2
-- report_power, final --
part           internal [W]  total [W]  switching [W]
Clock             0.0000407  0.0000609      0.0000202
Combinational     0.0000572   0.000106      0.0000489
Sequential        0.0000653  0.0000688     0.00000349
Total              0.000163   0.000236      0.0000726
-- layout by cell type (no fill, tap or decap) --
cell type	instances
clkdlybuf4s50_1	12
clkbuf_4	3
dlygate4sd2_1	1
inv_2	3
a211o_1	1
a21boi_2	1
nor2_1	5
and2_1	1
ha_1	3
buf_4	7
nand2b_1	1
a311oi_1	1
o22ai_1	1
a32o_1	1
mux2i_4	2
edfxtp_1	4
o31ai_2	1
nor2b_1	1
o311ai_1	2
a21oi_1	3
mux2i_2	2
inv_1	4
o21ai_0	2
nand2_1	4
nor4_1	1
o21ai_2	1
o2bb2ai_1	1
-- final timing paths --
path,from,to,slack (ps),cells past startpoint
worst max-delay path,LD_INPUT[1],MAX_MIN,210,7
worst min-delay path,next_Q[2],next_Q[2],840,3
worst max register to register,next_Q[1],next_Q[2],1460,8
worst min register to register,next_Q[2],next_Q[2],840,3
-- worst min-delay path: cells and delay by family, from the launching register on --
family          cells  cell delay (ps)
compound gates      1              160
simple gates        1               90
flops               1              360
mux                 1              100
-- area by class of cell --
| type | count | area (sq um) |
|---|---|---|
| well taps | 46 | 57.6 |
| flip-flops and latches | 4 | 120 |
| inverters | 7 | 26.3 |
| clock buffers | 3 | 22.5 |
| multi-input cells | 35 | 287 |
| fillers | 382 | 2720 |
| repair buffers | 20 | 181 |
-- repair_timing --
action                                 CTS  global route
endpoints found under the hold margin    0             0
setup endpoints to repair                1             0
gates resized                            2             0
-- stage by stage --
stage,area (sq um),total power [W]
finish,694,0.000236
global route,694,0.000253
CTS,694,0.000240
detailed placement,669,0.000175
global placement,669,0.000174
floorplan,445,0.000128
-- per-layer routing --
| metal | track usage (%) | part of all wire [%] |
|---|---|---|
| met1 | 4.66 | 46 |
| met2 | 4.90 | 38 |
| met3 | 2.27 | 15 |
| met4 | 1.06 | 0.98 |
| met5 | 0 | 0 |
Power is estimated from default activity; no workload was simulated.
