**design/flow/run.sh**
```bash
#!/bin/bash
# OpenROAD 26Q1-2900-gdf79404cd8, Yosys 0.63+post, stock flow scripts
make -C /OpenROAD-flow-scripts/flow DESIGN_CONFIG=/design/flow/config.mk WORK_HOME=/design/flow/orfs finish
```
**design/flow/config.mk**
```make
export PLATFORM = sky130hd
export DESIGN_NAME = tbird
export DESIGN_NICKNAME = tbird
export VERILOG_FILES = /design/flow/design.v
export SDC_FILE = /design/flow/constraint.sdc
export NUM_CORES = 4
export LEC_CHECK = 1
export CORE_AREA = 10 10 70 70
export DIE_AREA = 0 0 80 80
```
**design/flow/constraint.sdc**
```tcl
current_design tbird

set clk_period 1.4
set clk_io_pct 0.2

create_clock -name clk0 -period $clk_period [get_ports {CLK}]

set non_clock_inputs [all_inputs -no_clocks]
set_input_delay [expr $clk_period * $clk_io_pct] -clock clk0 $non_clock_inputs
set_output_delay [expr $clk_period * $clk_io_pct] -clock clk0 [all_outputs]
```
**design/flow/design.v**
```verilog
module tbird(CLK, SW0, SW1, SW2, TLIGHT);
input CLK, SW0, SW1, SW2;
output wire [7:0] TLIGHT;
reg [3:0] LEFT, RIGHT;
assign TLIGHT = {LEFT[3:0], RIGHT[3:0]};
always @(posedge CLK) 
begin
    if (SW1) LEFT <= (LEFT[3]) ? 4'b0000 : {LEFT[2:0], 1'b1};
    else LEFT <= {SW0, SW0, SW0, SW0};
    if (SW2) RIGHT <= (RIGHT[0]) ? 4'b0000 : {1'b1, RIGHT[3:1]};
    else RIGHT <= {SW0, SW0, SW0, SW0};
end
endmodule
```
==> impl_metrics.tcl <==
# flow metrics
set metrics [dict create \
    outcome "completed" \
    cpMaxStageDelayCell "clkdlybuf4s50_1" \
    post-route-cell-area_um2 438 \
    fp_util 0.0725 \
    first_pass_iters 1 \
    fmax_mhz 751 \
    mux_area_frac 0 \
    die.size.y_um 80 \
    setup_viol 0 \
    min_period_ps 1330 \
    drive_gt1_frac 0.147 \
    stdcell_count 80 \
    ys_sh_aoi 0.182 \
    syn_to_final_growth_pct 76.8 \
    powerDensity_nw_per_um2 1140 \
    yosysCellCount 20 \
    cts_tree "built" \
    die_width_um 80 \
    worstSetupStartpoint "LEFT[3]" \
    dp_cells 77 \
    wl_um 583 \
    drc 0 \
    hold_class "register to register" \
    critPathMaxFanout 2 \
    top_area_frac 0.646 \
    max_stage_delay_ps 470 \
    ys_seq_share 0.646 \
    cts_sinks 8 \
    detail-route-antenna-nets 0 \
    top_cells_by_area "dfxtp_1 (65%), a21o_1 (18%), nor2b_2 (7.1%)" \
    rsz0062_at_grt "no" \
    ys_chip_area_um2 248 \
    cts_resized 0 \
    antenna_found_initial 0 \
    postLayoutCoreUtil 0.128 \
    path_class "register to output port" \
    dieArea_um2 6400 \
    crit_chain "clkdlybuf4s50_1" \
    synthAdderAreaFrac 0 \
    grt_max_degree 5 \
    place_area_um2 415 \
    slew-limit-headroom 0.825 \
    dp_slack_ps 110 \
    gp_congestion 0.742 \
    routedWlPerCell_um 7.29 \
    cts_buffer_depth 2 \
    path_delay_family "buffers and inverters" \
    overflow 0 \
    cp.arrival_ps 1050 \
    endpoint_kind "output port" \
    slew_viol_final 0 \
    avgViaCountPerCell 2.43 \
    syn_area_um2 248 \
    worst_slew_pin_slew_ps 262 \
    crit_required_ps 1120 \
    final.period_utilization 0.951 \
    drt_iter0_markers 0 \
    diodes 0 \
    postCtsHoldBufs 0 \
    grt_usage 0.0160 \
    top_area_cell "dfxtp_1" \
    top_logic_kind "AND-OR/OR-AND gates" \
    cp_num_buf_inv 1 \
    cts.clk_slew.worst_paths_ps 50 \
    hold_viol_final 0 \
    ys_seq_elements 8 \
    yosys_warnings 1 \
    grt_pass1_vias 198 \
    syn-instance-count 20 \
    num_vias 194 \
    min_from "LEFT[1]" \
    maxCapViolations 0 \
    timing.rr.start "LEFT[3]" \
    leakage_nw 0.190 \
    post-cts-setup-buffers 0 \
    finalPower_uw 500 \
    warning_count 25 \
    tns_ps 0 \
    skew_ps 0.104 \
    simple_gate_area_frac 0.172 \
    io_buffers 11 \
    setup_ws_ps 68.5 \
    cts_buffers 3 \
    holdWs_ps 453 \
    ys_types 5 \
    ios 12 \
    xor_area_frac 0 \
    htree_levels 1 \
    start_kind "register" \
    grt_pass1_wl_um 834 \
    ir_worst_vdd_mv 0.188 \
    core_area_um2 3420 \
    syn_avg_cell_area_um2 12.4 \
    clock_latency_ps 240 \
    rows 21 \
    clock_tree.root_cell "clkbuf_4" \
]
## worst paths after layout
path / end / slack (ps) / cells past startpoint
max reg2reg: LEFT[0] / 680 / 2
max: TLIGHT[7] / 70 / 1
min: LEFT[2] / 450 / 1
min reg2reg: LEFT[2] / 450 / 1
## final cells by class
class,count,area (um2)
multi-input cells,12,87.6
flip-flops and latches,8,160
well taps,46,57.6
repair buffers,11,110
fillers,397,2980
clock buffers,3,22.5
## flip-flops by register name, indices dropped and copies added, names as in the netlist
name   flops
RIGHT      4
LEFT       4
## power breakdown
part / total [mW] / internal, mW / leakage, nW / switching (mW)
Sequential: 0.262 / 0.250 / 0.0673 / 0.0111
Combinational: 0.0731 / 0.0565 / 0.109 / 0.0166
Clock: 0.165 / 0.0974 / 0.0138 / 0.0681
Total: 0.500 / 0.404 / 0.190 / 0.0958
## cells in the mapped netlist
library cell,count
a21o_1,6
nor2b_2,2
nor2b_1,2
dfxtp_1,8
or2_1,2
## cells in the final DEF, fill, tap and decap left out, drive strengths merged
cell | Yosys | layout
nor2b | 4 | 4
a21o | 6 | 6
or2 | 2 | 2
dfxtp | 8 | 8
clkbuf | 0 | 3
clkdlybuf4s50 | 0 | 11
## cell families after synthesis
| kind of cell | Yosys count |
|---|---|
| AOI/OAI and AO/OA | 6 |
| and+or+nand+nor | 6 |
| DFF | 8 |
## per-layer routing
metal	global-route usage	wire, um	vias up
met3	0.00227	7	5
met5	0	0	-
met1	0.0128	184	90
met2	0.0313	335	5
li1	-	-	94
met4	0.0158	56	0
Power is estimated from default activity; no workload was simulated.
