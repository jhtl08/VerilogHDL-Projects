==> run.sh <==
#!/bin/bash
# OpenROAD 26Q1-2900-gdf79404cd8, Yosys 0.63+post, stock flow scripts
make -C /OpenROAD-flow-scripts/flow DESIGN_CONFIG=/design/flow/config.mk WORK_HOME=/design/flow/orfs finish
==> design.v <==
module decoder(
	input G2B, G2A, G1, C, B, A,
	output Y0, Y1, Y2, Y3, Y4, Y5, Y6, Y7
);
wire enable;
assign enable = G2B | G2A | ~G1;
assign Y0 = enable | (C | B | A);
assign Y1 = enable | (C | B | ~A);
assign Y2 = enable | (C | ~B | A);
assign Y3 = enable | (C | ~B | ~A);
assign Y4 = enable | (~C | B | A);
assign Y5 = enable | (~C | B | ~A);
assign Y6 = enable | (~C | ~B | A);
assign Y7 = enable | (~C | ~B | ~A);
endmodule
==> config.mk <==
export PLATFORM = sky130hd
export DESIGN_NAME = decoder
export DESIGN_NICKNAME = decoder
export VERILOG_FILES = /design/flow/design.v
export SDC_FILE = /design/flow/constraint.sdc
export NUM_CORES = 4
export LEC_CHECK = 1
export CORE_AREA = 10 10 70 70
export DIE_AREA = 0 0 80 80
==> constraint.sdc <==
current_design decoder

set clk_period 1.2
set clk_io_pct 0.2

create_clock -name clk0 -period $clk_period

set non_clock_inputs [all_inputs -no_clocks]
set_input_delay [expr $clk_period * $clk_io_pct] -clock clk0 $non_clock_inputs
set_output_delay [expr $clk_period * $clk_io_pct] -clock clk0 [all_outputs]
==> results.py <==
# Metrics from the implementation run
metrics = {
    "global_route": {
        "grt_pass1_vias": 174,
        "grt_max_degree": 6,
        "grtUsageTotal_pct": 1.41,
        "grt_pass1_wl_um": 779,
        "antenna_found_initial": 0,
        "overflow": 0,
    },
    "power_and_ir_drop": {
        "irDropWorstVdd_mv": 0.0197,
        "powerDensity_mw_per_mm2": 185,
        "p_total_uw": 60.2,
        "total_leakage_power_nw": 0.118,
    },
    "floorplanning": {
        "io_pins": 14,
        "die_y_um": 80,
        "core_mm2": 0.00342,
        "initial_core_util_pct": 2.42,
        "rows": 21,
        "die-area_mm2": 0.00640,
        "die_x_um": 80,
    },
    "layout": {
        "layout-drive-gt1-share_pct": 53.1,
        "finalCoreUtilization_pct": 9.52,
        "layoutNonFillerInstCount": 78,
        "flop-count": 0,
        "final_cell_area_um2": 325,
        "area_delta_synth_final_pct": 294,
        "clock_buffers": 0,
        "register_area_um2": 0,
    },
    "place": {
        "dp_cells": 74,
        "placed_cell_area_um2": 288,
        "gp_congestion": 0.711,
        "portBuffers": 14,
    },
    "sta": {
        "tightest_slew_ns": 0.186,
        "grt_setup_unrepaired": "true",
        "max_clock_freq_ghz": 0.849,
        "setup_viol": 0,
        "hold_viol": 0,
        "period_used_pct": 98.1,
        "slew_violations": 0,
        "slew_headroom_pct": 87.6,
        "min_period_ns": 1.18,
    },
    "min_path": {
        "min_to": "Y7",
        "worstHoldPathCells": 3,
        "hold_path_startpoint": "G1",
        "worstHoldPathType": "input pin to output port",
    },
    "synthesis": {
        "synth_warnings": 0,
        "yosys_area_um2": 82.6,
        "synthCells": 13,
        "ys_cells": 13,
        "synthesis.area_um2": 82.6,
        "ys_types": 6,
        "postSynthSeqShare_pct": 0,
        "avgSynthCellArea_um2": 6.35,
    },
    "routing": {
        "viasPerCell": 2.29,
        "post-route-drc-count": 0,
        "num_antenna_cells": 0,
        "dr.first_iter.drc_count": 0,
        "ant_nets": 0,
        "wl_per_cell_um": 6.97,
        "drt-total-wl_um": 544,
        "first_pass_iters": 1,
        "vias": 179,
    },
    "run": {
        "tool_warnings": 33,
        "cap_violations": 0,
    },
    "setup_path": {
        "worstSetupEndpointType": "output port",
        "worstSetupPathType": "input pin to output port",
        "critical_path_arrival_ns": 0.94,
        "worst_setup_path_start_kind": "input pin",
        "required_ns": 0.96,
        "crit_fanout": 3,
    },
    "outcome": {
        "outcome": "finished, final reports clean",
    },
}
placed cells by master, fill, tap and decap left out:
master / n
nand2_1: 6
buf_4: 6
buf_6: 4
clkdlybuf4s15_1: 3
and3b_1: 2
nand4_1: 2
buf_2: 2
dlygate4sd2_1: 2
nor3_4: 1
nor3b_2: 1
nor3b_4: 1
buf_8: 1
clkbuf_2: 1
final cells by class:
cell class                 instances  area, um^2
multi-input combinational         13         100
tap                               46        57.6
fill                             401        3090
timing repair buffer              19         168
worst max-delay path by stage:
stage	from	endpoint	cells after the start
4_1_cts	B	Y0	5
5_1_grt	G2A	Y7	5
6_report	G2A	Y1	5
stage by stage:
step / setup TNS, ns / worst slack [ns] / hold slack [ns]
3_5_place_dp: -4.53 / -0.605 / 1.51
6_report: 0 / 0.0222 / 0.752
4_1_cts: 0 / 0.00396 / 0.743
5_1_grt: -0.0194 / -0.0142 / 0.779
3_3_place_gp: -4.39 / -0.577 / 1.51
2_1_floorplan: 0 / 0.405 / 0.506
routing by layer:
| layer | GRT usage, % | part of all wire (%) |
|---|---|---|
| met1 | 1.98 | 47 |
| met2 | 2.01 | 38 |
| met3 | 0.682 | 15 |
| met4 | 0 | 0 |
| met5 | 0 | 0 |
synthesized netlist by cell type:
master / count / area share [%]
nor3b_2: 1 / 15
nand4_1: 2 / 15
nor3b_1: 1 / 9.1
nand2_1: 6 / 27
and3b_1: 2 / 21
nor3_2: 1 / 12
power breakdown:
group / switching, mW / internal (mW)
Combinational: 0.0219 / 0.0382
Clock: 0 / 0
Sequential: 0 / 0
logic make-up (layout without fill, tap and decap cells):
logic type | count (synthesis) | count (layout) | share of synthesized area [%]
AND/OR/NAND/NOR | 13 | 13 | 100
buffers and inverters | 0 | 19 | 0
timing repair:
action | CTS | global route
gates resized | 50 | 4
endpoints found under the hold margin | 0 | 0
setup buffers | 4 | 1
hold buffers | 0 | 0
endpoints found under the setup margin | 8 | 5
pin swaps | 11 | 3
gates cloned | 0 | 0
worst max-delay path, cell delays in order:
cell and delay (ns):
buf_8 0.10, nor3_4 0.19, buf_6 0.13, nand2_1 0.04, dlygate4sd2_1 0.24
Power figures rest on the tool's default switching activity, not on a simulated workload.
